<file path="./design.v">
`timescale 1ns / 1ps
module top_module( dataIncoming, dataIn, currentData, parity, clockCount, errorFound, done, clock);
	input dataIn;
	input dataIncoming;
	input[31:0] clockCount;
	input clock;
	output[6:0] currentData; reg[6:0] currentData;
	output[2:0] parity; reg[2:0] parity;
	output errorFound; reg errorFound;
	output done; reg done;
	parameter maskP1 = 7'b1010101;
	parameter maskP2 = 7'b1100110;
	parameter maskP3 = 7'b1111000;
	always @(posedge clock)
	begin
		done = 0;
		if(clockCount < 7)
			currentData[clockCount] = dataIn;
		else
		begin
			parity[2] = (^(currentData & maskP3));
			parity[1] = (^(currentData & maskP2));
			parity[0] = (^(currentData & maskP1));
			errorFound = 1;
			case(parity)
				3'b000: errorFound = 0;  
				3'b001: currentData[0] = ~currentData[0];  
				3'b010: currentData[1] = ~currentData[1];  
				3'b011: currentData[2] = ~currentData[2];  
				3'b100: currentData[3] = ~currentData[3];  
				3'b101: currentData[4] = ~currentData[4];  
				3'b110: currentData[5] = ~currentData[5];  
				3'b111: currentData[6] = ~currentData[6];  
				default:
				begin
					currentData = 7'b0000000;
					parity = 3'b000;
					errorFound = 1;
				end
			endcase
			done = 1;
		end
	end
endmodule
</file>
<file path="./run.sh">
#!/bin/bash
# OpenROAD 26Q1-2900-gdf79404cd8, Yosys 0.63+post, stock flow scripts
make -C /OpenROAD-flow-scripts/flow DESIGN_CONFIG=/design/flow/config.mk WORK_HOME=/design/flow/orfs finish
</file>
<file path="./config.mk">
export PLATFORM = sky130hd
export DESIGN_NAME = top_module
export DESIGN_NICKNAME = top_module
export VERILOG_FILES = /design/flow/design.v
export SDC_FILE = /design/flow/constraint.sdc
export NUM_CORES = 4
export LEC_CHECK = 1
export CORE_AREA = 10 10 91 91
export DIE_AREA = 0 0 101 101
</file>
<file path="./constraint.sdc">
current_design top_module

set clk_period 5.2
set clk_io_pct 0.2

create_clock -name clk0 -period $clk_period [get_ports {clock}]

set non_clock_inputs [all_inputs -no_clocks]
set_input_delay [expr $clk_period * $clk_io_pct] -clock clk0 $non_clock_inputs
set_output_delay [expr $clk_period * $clk_io_pct] -clock clk0 [all_outputs]
</file>
==> flow_summary.yaml <==
# synthesis and place-and-route metrics
run_status:
  status: "complete, no violations"
worst_setup_path:
  worst_ep_required_time_ns: 5.19
  r2r-start: "currentData[6]$_DFFE_PP_"
  cp-startpoint: "clockCount[0]"
  crit_fanout: 10
  slowest_stage: "nor3b_4"
  worst_path_largest_cell_delay_ns: 0.53
  path_class: "input port to flip-flop"
  crit_chain: "clkdlybuf4s50_1, inv_1, ha_1, nor3b_4, nand4_1, or2_1, o41ai_2, nor4bb_1, nand4b_1, o41a_1, o31a_1"
  critPathLaunchType: "input port"
  cp-end-kind: "flip-flop"
  reg2reg_setup_slack_ns: 3.23
  crit_arrival_ns: 4.62
grt:
  overflow: 0
  grt_start_max_net_pins: 31
  antenna_found_initial: 0
  grt.total_usage_pct: 12.5
  grt_pass1_wl_microns: 10600
  grt_pass1_vias: 1967
placement:
  place_hpwl_microns: 5080
  place_congestion: 0.903
  place_ws_ns: 0.353
  port_buffers: 45
clocking:
  cts-buffers-inserted: 3
  cts_tree: "yes"
  cts_num_sinks: 12
  postCtsSetupBuffers: 0
  clkTransAtPathRegs_ns: 0.05
  postCtsHoldBufs: 0
  cts.path.max_buffers: 2
  htree_levels: 1
  cts-root-buf: "clkbuf_8"
  post_cts_resized: 0
  insertion_delay_ns: 0.24
power:
  seqPwrFrac_pct: 32.8
  power.switching_uw: 94.1
  p_total_uw: 316
  p_leak_nw: 0.873
  internal_power_uw: 222
  pwr_density_cell_mw_per_mm2: 121
  clockPowerShare_pct: 31.7
  p_comb_share_pct: 35.4
  switching_share_pct: 29.8
  max-vdd-ir-drop_v: 0.000198
yosys:
  avgSynthCellArea_sq_um: 7.93
  synth_area_leader_cell: "edfxtp_1"
  yosys.cell_types.count: 63
  ys_seq_share_pct: 17.4
  synthTopCellsByArea: "edfxtp_1, xnor2_1, nor2_1"
  flop_cell: "edfxtp_1"
  syn-cell-area_sq_mm: 0.00201
  enable_flop_cells: 11
  async_flop_share_pct: 0
  yosys-stat-cells: 254
  numSynthFlops: 12
  syn_inst: 254
  yosysWarnings: 1
  ys_area_sq_mm: 0.00201
  synth_top_area_share_pct: 16.4
die:
  core_sq_mm: 0.00635
  die_h_microns: 101
  fp_util_pct: 31.7
  die_x_microns: 101
  fp-row-count: 29
  boundaryPins: 47
  dieArea_sq_mm: 0.0102
timing:
  max_slew_margin_pct: 55.4
  finalSetupViolCount: 0
  worst_clock_skew_ns: 0.00226
  slew_viol_final: 0
  fmax_ghz: 0.216
  worst_pin_slew_ns: 0.664
  period_minus_slack_ns: 4.64
  fin_tns_setup_ns: 0
  rsz0062_at_grt: "false"
  period_used_pct: 89.2
  finalHoldViolCount: 0
  setup_slack_ns: 0.563
routing:
  drcViolationCount: 0
  wire_per_inst_microns: 17.3
  antenna_cells: 0
  first_iter_violations: 180
  drt_wl_total_microns: 6490
  dr_total_vias: 2129
  firstDrtPassIters: 4
  vias_per_cell: 5.68
  ant_nets: 0
worst_hold_path:
  hp-start: "currentData[0]$_DFFE_PP_"
  min_path_type: "flip-flop to flip-flop"
job:
  tool_warnings: 27
  drv_cap: 0
cells_and_area:
  area_delta_synth_final_pct: 30.2
  drive_above_1_share_pct: 11.7
worst max-delay path: cells and delay by family:
| family | cells | cell delay [ns] |
|---|---|---|
| fa+ha+maj | 1 | 0.33 |
| buf+inv | 2 | 0.55 |
| simple gates | 5 | 1.65 |
| compound gates | 3 | 1.05 |
Yosys cell counts, drive strengths merged (2+ instances only):
master and count:
a31oi 3, a22oi 2, or2 4, o41ai 2
o31a 3, clkbuf 7, nor2b 2, nand2 18
or3 5, inv 7, o21a 2, o2111ai 2
o31ai 8, o211ai 4, a22o 3, nor2 25
and3 3, nor3 11, edfxtp 11, a32o 2
nand4 9, a21o 3, mux2i 7, nor4 18
a311oi 2, o21ai 8, nand3 12, xnor2 14
ha 2, nor4bb 2, o22ai 4, buf 11
a221oi 2, a211oi 2, nand4b 3, xor2 4
o41a 2, a21oi 8
cells by family (layout without fill, tap and decap cells):
kind of cell    after synthesis  count (layout)  share of synthesized area (%)
compound gates               69              69                           26.2
simple gates                120             120                           37.4
xor+xnor                     18              18                           7.83
mux                           8               8                           4.04
fa+ha+maj                     2               2                           1.24
flops                        12              12                           17.4
buf+inv                      25              69                           5.84
stage by stage:
| step | std cells | hold slack [ns] | instance area (sq um) | utilization, % |
|---|---|---|---|---|
| 2_1_floorplan | 254 | 0.609 | 2010 | - |
| 3_3_place_gp | 371 | 0.674 | 2570 | 40.4 |
| 3_5_place_dp | 371 | 0.674 | 2570 | 40.4 |
| 4_1_cts | 375 | 0.681 | 2620 | 41.3 |
| 5_1_grt | 375 | 0.709 | 2620 | 41.3 |
| 6_report | 375 | 0.677 | 2620 | 41.3 |
power by group through the flow:
stage / clock (mW) / combinational, mW / sequential, mW
after CTS: 0.102 / 0.111 / 0.104
after global routing: 0.109 / 0.121 / 0.104
final: 0.100 / 0.112 / 0.104
area by class of cell:
class / instances / area [sq um]
clock buffers: 4 / 55.1
fillers: 623 / 3730
inverters: 7 / 26.3
multi-input cells: 217 / 1550
flip-flops and latches: 12 / 350
well taps: 77 / 96.3
repair buffers: 58 / 548
path summary, 6_finish.rpt:
path / endpoint / cells past startpoint
setup / recovery: currentData[3]$_DFFE_PP_ / 11
hold / removal: currentData[0]$_DFFE_PP_ / 1
setup reg to reg: currentData[5]$_DFFE_PP_ / 4
hold reg to reg: currentData[0]$_DFFE_PP_ / 1
flip-flops by register name, indices dropped and copies added, names as in the netlist:
| name | count |
|---|---|
| done | 1 |
| errorFound | 1 |
| parity | 3 |
| currentData | 7 |
per-layer routing:
layer  wire length [microns]  share of wire (%)  vias up  track usage [%]
met5                       0                  0        -                0
met3                     361                5.6        2             1.94
met2                    2880                 44       55             19.2
met1                    3220                 50      972             18.6
met4                      27               0.42        0             1.29
li1                        -                  -     1100                -
cell usage in the layout, fill, tap and decap left out, drive strengths merged, types with 3 or more instances in the layout:
cell type	count
xor2	4
a21o	3
clkbuf	4
inv	7
o211ai	4
nor4	18
o31a	3
o31ai	8
nand3	12
and3	3
edfxtp	11
a31oi	3
o22ai	4
nand2	18
mux2i	7
o21ai	8
nand4b	3
xnor2	14
nor3	11
nand4	9
or3	5
buf	13
clkdlybuf4s50	45
a22o	3
a21oi	8
nor2	25
or2	4
Power and IR drop assume default switching activity.
